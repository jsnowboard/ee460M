===== design/flow/config.mk =====
export PLATFORM = sky130hd
export DESIGN_NAME = Lab5_GameController
export DESIGN_NICKNAME = Lab5_GameController
export VERILOG_FILES = /design/flow/design.v
export SDC_FILE = /design/flow/constraint.sdc
export NUM_CORES = 4
export LEC_CHECK = 1
export CORE_UTILIZATION = 40

===== design/flow/constraint.sdc =====
current_design Lab5_GameController

set clk_period 3.6
set clk_io_pct 0.2

create_clock -name clk0 -period $clk_period [get_ports {CLK}]

set non_clock_inputs [all_inputs -no_clocks]
set_input_delay [expr $clk_period * $clk_io_pct] -clock clk0 $non_clock_inputs
set_output_delay [expr $clk_period * $clk_io_pct] -clock clk0 [all_outputs]

===== design/flow/design.v =====
module Lab4clock(fastCLK, fastCounter, slowCLK);
input fastCLK;
input [31:0] fastCounter;
output reg slowCLK;
integer counter = 0;
initial
begin
	counter = 0;
	slowCLK = 0;
end
always @(posedge fastCLK)
begin
	if (counter >= fastCounter)
	begin
		slowCLK <= ~slowCLK;
		counter <= 0;
	end
	else
	begin
		slowCLK <= slowCLK;
		counter <= counter + 1;
	end
end
endmodule
module Lab5_GameController(xCoord, yCoord, CLK, KeyIn, draw);
input [9:0] xCoord, yCoord;
input CLK;
input [7:0] KeyIn;
output reg [1:0] draw;
wire gameClk, gameClkSlow, gameClkFast;
reg speed;
reg [1:0] snake;
reg [3:0] state, prevState;  
reg [9:0] snakePosX;
reg [9:0] snakePosY;
reg [9:0] segX[4:2];
reg [9:0] segY[4:2];
Lab4clock gameClock(CLK, 10000000, gameClkSlow);
Lab4clock gameClockf(CLK,  2000000, gameClkFast);
assign gameClk = (speed) ? gameClkFast : gameClkSlow;
parameter xWid = 10, yWid = 10;  
integer sLength = 4;  
always @ (*)
begin
	if (snake == 2'b01)
	begin
		draw <= snake;
	end
	else if ( ((xCoord >= snakePosX-xWid) && (xCoord <= snakePosX) ) &&
	     ((yCoord >= snakePosY-yWid) && (yCoord <= snakePosY) ) )
	begin
		draw <= 2'b11;  
	end
	else if ( ((xCoord >= segX[2]-xWid) && (xCoord <= segX[2]) ) &&
             ((yCoord >= segY[2]-yWid) && (yCoord <= segY[2]) ) )
    begin
        draw <= snake;
    end
    else if ( ((xCoord >= segX[3]-xWid) && (xCoord <= segX[3]) ) &&
             ((yCoord >= segY[3]-yWid) && (yCoord <= segY[3]) ) )
    begin
        draw <= snake;
    end
    else if ( ((xCoord >= segX[4]-xWid) && (xCoord <= segX[4]) ) &&
             ((yCoord >= segY[4]-yWid) && (yCoord <= segY[4]) ) )
    begin
        draw <= snake;
    end
	else
	begin
		draw <= 2'b10;
	end
end
always @(posedge CLK)
begin
if ((state != 6) || (KeyIn == 8'h2D) || (KeyIn == 8'h1B))
begin
	case (KeyIn)
	8'h79:  
	begin
	   if (state == 7)
	       speed = 1;
	   else
	       speed = speed;
	end
	8'h7B:  
	begin
       if (state == 7)
           speed = 0;
       else
           speed = speed;
	end
	8'h1B:  
	begin
		prevState = 1;
		state = 7;  
	end
	8'h4D:  
	begin
		prevState = (state != 6) ? state : prevState;
		state = 6;   
	end
	8'h2D:  
	begin
		state = prevState;
        prevState = state;
	end
	8'h76:  
	begin
		prevState = 0;
		state = 1;  
	end
	8'h6B:  
	begin
	    if (state != 4)
	    begin
		  prevState = state;
		  state = 2;  
		end
		else
		begin
		  prevState = prevState;
		  state = state;
		end
	end
	8'h75:  
	begin
	   if (state != 5)
	   begin
		  prevState = state;
		  state = 3;  
        end
        else
        begin
          prevState = prevState;
          state = state;
        end
	end
	8'h74, 8'hE0:  
	begin
	   if (state != 2)
	   begin
		  prevState = state;
		  state = 4;  
        end
        else
        begin
          prevState = prevState;
          state = state;
        end
	end
	8'h72:  
	begin
	    if (state != 3)
	    begin
		  prevState = state;
		  state = 5;  
        end
        else
        begin
          prevState = prevState;
          state = state;
        end
	end
	default:
	begin
		prevState = state;
		state = 4;
	end
	endcase
end
else
begin
    state = state;
    prevState = prevState;
end
end
always @(posedge gameClk)
begin
if( (    (snakePosX <= 640 ) && (snakePosX > 0) && 
         (snakePosY <= 480) && (snakePosY > 0 ) )   )
begin
	case (state)
	default:  
	begin 
		snake <= 2'b00;
		snakePosX <= 100;
        snakePosY <= 50;
        segX[2]   <= 90;
        segX[3]   <= 80;
        segX[4]   <= 70;
        segY[2]   <= 50;
        segY[3]   <= 50;
        segY[4]   <= 50;
	end
	1:  
	begin
		snake = 2'b01;
		snakePosY <= 700;
		snakePosX <= 700;		
	end
	2:  
	begin
		snake <= 2'b00;
		snakePosX <= snakePosX - 4'd10;
		snakePosY <= snakePosY;
        segX[2] <= snakePosX;
        segX[3] <= segX[2];
        segX[4] <= segX[3];
        segY[2] <= snakePosY;
        segY[3] <= segY[2];
        segY[4] <= segY[3];
	end
	3:  
	begin
		snake <= 2'b00;
		snakePosY <= snakePosY - 4'd10;
		snakePosX <= snakePosX;
        segX[2] <= snakePosX;
        segX[3] <= segX[2];
        segX[4] <= segX[3];
        segY[2] <= snakePosY;
        segY[3] <= segY[2];
        segY[4] <= segY[3];
	end
	4:  
	begin
		snake <= 2'b00;
		snakePosX <= snakePosX + 4'd10;
		snakePosY <= snakePosY;
		segX[2] <= snakePosX;
        segX[3] <= segX[2];
        segX[4] <= segX[3];
        segY[2] <= snakePosY;
        segY[3] <= segY[2];
        segY[4] <= segY[3];
	end
	5:  
	begin
		snake <= 2'b00;
		snakePosY <= snakePosY + 4'd10;
		snakePosX <= snakePosX;
        segX[2] <= snakePosX;
        segX[3] <= segX[2];
        segX[4] <= segX[3];
        segY[2] <= snakePosY;
        segY[3] <= segY[2];
        segY[4] <= segY[3];
	end
	6:  
	begin
		snake <= 2'b00;
		snakePosY <= snakePosY;
		snakePosX <= snakePosX;
        segX[2]   <= segX[2];
        segX[3]   <= segX[3];
        segX[4]   <= segX[4];
        segY[2]   <= segY[2];
        segY[3]   <= segY[3];
        segY[4]   <= segY[4];
	end
	7:  
	begin
	    snake     <= 2'b00;
    	snakePosX <= 100;
        snakePosY <= 50;
        segX[2]   <= 90;
        segX[3]   <= 80;
        segX[4]   <= 70;
        segY[2]   <= 50;
        segY[3]   <= 50;
        segY[4]   <= 50;
	end
	endcase
end
else
begin
    case (state)
    1:  
    begin
        snake = 2'b01;
        snakePosY <= snakePosY;
        snakePosX <= snakePosX;        
    end
    7:  
    begin
        snake     <= 2'b00;
        snakePosX <= 100;
        snakePosY <= 50;
        segX[2]   <= 90;
        segX[3]   <= 80;
        segX[4]   <= 70;
        segY[2]   <= 50;
        segY[3]   <= 50;
        segY[4]   <= 50;
    end
    default:
    begin
    snakePosX <= snakePosX;
    snakePosY <= snakePosY;
    segX[2] <= segX[2];
    segX[3] <= segX[3];
    segX[4] <= segX[4];
    segY[2] <= segY[2];
    segY[3] <= segY[3];
    segY[4] <= segY[4];
    end
    endcase
end
end
endmodule

===== design/flow/run.sh =====
#!/bin/bash
# OpenROAD 26Q1-2900-gdf79404cd8, Yosys 0.63+post, stock flow scripts
make -C /OpenROAD-flow-scripts/flow DESIGN_CONFIG=/design/flow/config.mk WORK_HOME=/design/flow/orfs finish

==> run notes <==
Figures from the implementation reports.

- The total power after layout reads between 0.003 and 0.004 W.
- The switching power share of the total is 32.9%.
- The critical register-to-register path startpoint is state[2].
- The number of antenna diodes is 0.
- At the pin with the least slew margin, the transition time is around 0.77 ns.
- 31 I/O pins were placed.
- As reported, the later end of the worst-skew pair has a clock insertion delay of ~0.33 ns.
- The capturing element type of the critical path reads a primary output.
- The stage-log warning count is 38.
- The post-cts hold buffer count is 0.
- Across all layers, the routed design uses 8613 vias.
- Per the cell usage report, the commonest logic cells after layout are 158 x sky130_fd_sc_hd__ha_1, 106 x sky130_fd_sc_hd__nor2_1, 103 x sky130_fd_sc_hd__inv_1.
- The max-capacitance violation count is 0.
- The run finished with clean final reports.
- The floorplan core area reads ~27000 um2.
- The first global-routing pass estimated just under 40000 um of wire.
- The total placed instance area reads roughly 13000 um2.
- The count of fill cells added during filler insertion reads approximately 2.5k.
- The chip width reads around 170 um.
- The worst max-slew margin expressed relative to the limit reads around half.
- The OpenROAD report gives the critical path a required time of 2.88 ns.
- After detailed routing, the number of vias per cell comes to around 5.1.
- The worst-case register-to-register setup slack is between 1 and 1.5 ns.
- The synthesized area divided by synthesized cell count reads 9.30 um2.
- The cell internal power dissipation is about 0.0021 W.
- The post-synthesis register bit count is about 160.
- The number of cells in the yosys synthesis report reads 1200.
- The H-tree depth reads 3.
- The number of iterations in the first detailed-routing pass is 4.
- The power per standard cell area reads around 240 nW/um2.
- The synthesized netlist cell count is roughly 1.2k.
- In this run, the number of DRC markers left after iteration 0 of detailed routing was between 300 and 400.
- The total routing resource utilization after global routing is between 10% and 20%.
- The fraction of power consumed by the clock network is a little under a third.
- For this run, the register share of the synthesized area comes to 36.2%.
- The number of antenna violations at the first check in global routing was 0.
- The overall chip area reads 28600 um2.
- The path with the worst hold slack has its endpoint at gameClock.counter[23].
- The analysis attributes to cell leakage a power of approximately 5.5 nW.
- The report lists the number of standard-cell rows as 60.
- Per the detail_route report, routed wire per instance is 13.8 um.
- The overflow left after global routing is 0.
- The net switching component of the power reads around 0.0010 W.
- The share of final-layout standard cells stronger than drive strength 1 reads between 10% and 20%.
- The number of buffers created by CTS reads 9.
- In the post-route analysis, the smallest setup slack over all paths is approximately 0.054 ns.
- The startpoint kind of the worst setup timing path reads an input pin.
- The launch instance of the worst min-delay path is gameClock.counter[23].
- The netlist area before placement reads ~11000 um2.
- The top cell type in the final layout, fill and taps aside, is sky130_fd_sc_hd__ha_1.
- The portion of total power attributed to combinational logic is 35.3%.
- The count of distinct cell types in the synthesized netlist reads ~57.
- Setup repair after global routing could not meet its margin everywhere.
- between 150 and 200 endpoints have no timing constraint.
- The post-placement worst setup slack reads -1.01 ns.
- The largest fanout of any net on the critical path reads 6.
- The final weighted congestion in routability-driven placement reads 0.924.
- The number of register pins that no clock reaches is between 80 and 90.
- The post-route standard cell area excluding fillers reads ~13000 um2.
- For this run, asynchronously set or reset flops after synthesis account for 0%.
- The synthesis-to-finish area growth is 19.3%.
- The endpoint arrival time on the critical path is approximately 2.8 ns.
- Nets still carrying antenna violations after routing amount to 0.
- TritonCTS built the clock tree.
- Among all flip-flop cells after synthesis, the most frequent one is sky130_fd_sc_hd__edfxtp_1.
- The cell at the root of the clock tree reads sky130_fd_sc_hd__clkbuf_16.
- The max-slew violation count reads 0.
- The clock input transition at the sequential cells of the worst setup and hold paths reads ~0.06 ns.
- The number of hold violations in the final report is 0.
- The largest net degree at the start of global routing reads around 61.
- The share of the core filled by cells before placement reads 41.1%.
- The placed wire-length estimate is between 15000 and 20000 um.
- The worst setup path is of the in2out kind.
- The fmax is roughly 280 MHz.
- The warning tally printed by Yosys for this design is 4.
- The worst clock skew reads 0.00706 ns.
- In the post-route report, total wirelength is listed as 23500 um.
- The endpoint of the lowest-slack register-to-register path is state[1].
- The die span in y is roughly 170 um.
- The count of buffers from port buffering reads 30.
- The post-route minimum period reads 3.55 ns.
- In the hold timing report, the worst path depth is 2.
- The number of global-route vias before repair reads around 8.4k.
- The power report attributes to the sequential group a share of between 30% and 40%.
- The script parses the final routing iteration and logs DRC violations as 0.
- The yosys-reported design area after synthesis is 11200 um2.
- The count of flip-flops with a built-in enable after synthesis is 92.
- The worst IR drop on VDD is 271 uV.
- The number of cells traversed by the worst register-to-register path reads 6.
- The buffer levels on the longest clock path reads 2.
- The path category of the worst min-delay check reads reg2reg.
- Setup violations remaining at the end of the flow were counted as 0.
- The final timing summary puts the cycle share of the worst path at between 90% and 100%.
-- flip-flops by register name, indices dropped and copies added, names as in the netlist --
register	count
gameClock.counter	32
gameClock.slowCLK	1
gameClockf.counter	32
gameClockf.slowCLK	1
prevState	4
segX	30
segY	30
snake	1
snakePosX	10
snakePosY	10
speed	1
state	4
-- synthesized netlist by cell type, drive strengths merged (6+ instances only) --
| cell type | n | area, um2 |
|---|---|---|
| ha | 178 | 2230 |
| nor2 | 110 | 415 |
| inv | 105 | 394 |
| edfxtp | 92 | 2760 |
| nand2 | 76 | 285 |
| xnor2 | 70 | 613 |
| dfxtp | 64 | 1280 |
| nor3 | 63 | 320 |
| a21oi | 60 | 300 |
| o21ai | 58 | 290 |
| nand3 | 42 | 210 |
| xor2 | 38 | 333 |
| nand4 | 27 | 169 |
| a21o | 23 | 173 |
| nor2b | 19 | 119 |
| nor4 | 18 | 113 |
| a211oi | 16 | 120 |
| clkbuf | 15 | 56.3 |
| and2 | 12 | 75.1 |
| o21a | 12 | 90.1 |
| and3 | 10 | 62.6 |
| nand2b | 10 | 65.1 |
| o21bai | 8 | 60.1 |
| buf | 6 | 30.0 |
-- how the worst max path moves through the flow --
stage,from,to,slack (ns),cells past startpoint
4_1_cts,yCoord[3],draw[1],0.01,11
5_1_grt,yCoord[9],draw[1],-0.07,13
6_report,xCoord[6],draw[1],0.05,10
-- power groups by stage --
stage | logic [W] | registers [W] | clock network, W
final | 0.00111 | 0.00109 | 0.000944
after global routing | 0.00127 | 0.00109 | 0.00101
after CTS | 0.00110 | 0.00109 | 0.000971
-- layer usage --
metal / vias up / track usage, % / wire length (um)
li1: 4547 / - / -
met5: - / 0 / 0
met1: 3935 / 27.1 / 11800
met3: 13 / 2.79 / 994
met4: 0 / 1.14 / 159
met2: 118 / 28.5 / 10600
-- logic make-up after synthesis --
| kind of cell | share of synthesized area [%] |
|---|---|
| AND/OR/NAND/NOR | 18.4 |
| AND-OR/OR-AND | 12.3 |
| adder cells (fa/ha/maj) | 20.3 |
| flip-flops | 36.2 |
| buffers and inverters | 4.31 |
| XOR/XNOR | 8.48 |
| other | 0.0336 |
-- critical path, stage by stage --
cell	delay, ns
sky130_fd_sc_hd__buf_2	0.15
sky130_fd_sc_hd__ha_1	0.30
sky130_fd_sc_hd__and4_4	0.18
sky130_fd_sc_hd__and3_1	0.17
sky130_fd_sc_hd__a221o_1	0.33
sky130_fd_sc_hd__a21oi_2	0.11
sky130_fd_sc_hd__o211ai_1	0.12
sky130_fd_sc_hd__or4_4	0.52
sky130_fd_sc_hd__o41ai_4	0.08
sky130_fd_sc_hd__buf_2	0.15
-- repair_timing --
| item | 4_1_cts | 5_1_grt |
|---|---|---|
| setup buffers | 4 | 2 |
| setup endpoints to repair | 2 | 2 |
| pin swaps | 31 | 14 |
| gates resized | 124 | 30 |
-- cell type report --
| class | instances | area, um2 | area share [%] |
|---|---|---|---|
| Inverter | 105 | 394 | 2.96 |
| Tap cell | 372 | 465 | 3.50 |
| Multi-Input combinational cell | 937 | 7190 | 54.0 |
| Clock buffer | 11 | 254 | 1.91 |
| Clock inverter | 5 | 66.3 | 0.498 |
| Sequential cell | 156 | 4040 | 30.4 |
| Timing Repair Buffer | 112 | 898 | 6.75 |
-- through the flow --
| stage | hold slack (ns) | setup TNS, ns | utilization (%) | std cells |
|---|---|---|---|---|
| finish | 0.476 | 0 | 49.0 | 1698 |
| detailed placement | 0.458 | -1.89 | 46.1 | 1678 |
| floorplan | 0.432 | 0 | - | 1219 |
| global route | 0.504 | -0.0652 | 49.0 | 1698 |
| global placement | 0.447 | -1.93 | 46.1 | 1678 |
| CTS | 0.472 | 0 | 48.5 | 1696 |
No activity file was given, so power comes from the tool's default toggle rates.
