[flow/design.v]
module Lab4BCDTo7Segment (Thous, Hund, Tens, Ones, Val, Place, OutClk, DisplayFlag);
input OutClk, DisplayFlag;
input [3:0] Thous, Hund, Tens, Ones;
output reg [6:0] Val;
output reg [3:0] Place;
reg [6:0] seven [3:0];
parameter seven0 = 7'b1000000, seven1 = 7'b1111001, seven2 = 7'b0100100, 
    seven3 = 7'b0110000, seven4 = 7'b0011001, seven5 = 7'b0010010, seven6 = 7'b0000010,
    seven7 = 7'b1111000, seven8 = 7'b0000000, seven9 = 7'b0010000, sevenD = 7'b1111111;
wire [3:0] select [3:0];
integer i = 0;
assign select[0] = 4'b1110;
assign select[1] = 4'b1101;
assign select[2] = 4'b1011;
assign select[3] = 4'b0111;
always @(Thous, Hund, Tens, Ones)begin
case (Thous)
	0 : seven[3] = seven0;
	1 : seven[3] = seven1;
	2 : seven[3] = seven2;
	3 : seven[3] = seven3;
	4 : seven[3] = seven4;
	5 : seven[3] = seven5;
	6 : seven[3] = seven6;
	7 : seven[3] = seven7;
	8 : seven[3] = seven8;
	9 : seven[3] = seven9;
	default: seven[3] = sevenD;
endcase
case (Hund)
	0 : seven[2] = seven0;
	1 : seven[2] = seven1;
	2 : seven[2] = seven2;
	3 : seven[2] = seven3;
	4 : seven[2] = seven4;
	5 : seven[2] = seven5;
	6 : seven[2] = seven6;
	7 : seven[2] = seven7;
	8 : seven[2] = seven8;
	9 : seven[2] = seven9;
	default: seven[2] = sevenD;
endcase
case (Tens)
	0 : seven[1] = seven0;
	1 : seven[1] = seven1;
	2 : seven[1] = seven2;
	3 : seven[1] = seven3;
	4 : seven[1] = seven4;
	5 : seven[1] = seven5;
	6 : seven[1] = seven6;
	7 : seven[1] = seven7;
	8 : seven[1] = seven8;
	9 : seven[1] = seven9;
	default: seven[1] = sevenD;
endcase
case (Ones)
	0 : seven[0] = seven0;
	1 : seven[0] = seven1;
	2 : seven[0] = seven2;
	3 : seven[0] = seven3;
	4 : seven[0] = seven4;
	5 : seven[0] = seven5;
	6 : seven[0] = seven6;
	7 : seven[0] = seven7;
	8 : seven[0] = seven8;
	9 : seven[0] = seven9;
	default: seven[0] = sevenD;
endcase
end
always @(posedge OutClk)begin
	Val = seven[i];
	if(DisplayFlag)begin
	Place = select[i];
	end
	else begin
	Place = 4'b1111;
	end
	i = i + 1;
	if(i > 3)begin
		i = 0;
		end
	else begin
		i = i;
		end
end
endmodule
module Lab4BinaryToBCD (Binary, Thous, Hund, Tens, Ones);
input [13:0]Binary;
output [3:0]Thous, Hund, Tens, Ones;
reg [13:0] binary;
reg [3:0] thous, hund, tens, ones;
integer i;
always @(Binary)begin
binary = Binary;
thous = 0;
hund = 0;
tens = 0;
ones = 0;
for (i = 0; i < 14; i = i + 1) begin
	if (ones > 4)begin
		ones = ones + 3;
		end
	else begin	
		ones = ones;
		end
	if (tens > 4)begin
		tens = tens + 3;
		end
	else begin
		tens = tens;
		end
	if (hund > 4)begin
		hund = hund + 3;
		end
	else begin
		hund = hund;
		end
	if (thous > 4)begin
		thous = thous + 3;
		end
	else begin
		thous = thous;
		end
thous = {thous[2:0], hund[3]};
hund = {hund[2:0], tens[3]};
tens = {tens[2:0], ones[3]};
ones = {ones[2:0], binary[13]};
binary = binary << 1;
end
end
assign Thous = thous;
assign Hund = hund;
assign Tens = tens;
assign Ones = ones;
endmodule
module Lab4Controller(r10, r205, a50, a150, a200, a500, valout, slowCLK, displayFlag);
input r10, r205, a50, a150, a200, a500, slowCLK;
output displayFlag;
output [13:0] valout;
wire df;
wire [13:0] decIn;
reg [13:0] temp;
reg plus50, plus150, plus200, plus500;
Lab4decrementer dec(slowCLK, temp, decIn, df);
Lab4counter count(temp, r10, r205, a50, a150, a200, a500, valout);
assign displayFlag = df;
endmodule
module Lab4DFF(D, Q, Qp, Clk);
input D, Clk;
output reg Q, Qp;
always @(posedge Clk)begin
Q = D;
Qp = ~D;
end
endmodule
module Lab4Debouncer (In, Out, Clk);
input In, Clk;
output reg Out;
wire oneout, oneoutp, twoout, twooutp, threeout, threeoutp;
reg State;
initial begin
	State = 1'b0;
	Out = 1'b0;
	end
Lab4DFF FF1(In, oneout, oneoutp, Clk);
Lab4DFF FF2(oneout, twoout, twooutp, Clk);
always @(posedge Clk)begin
case (State)
	1'b0:begin
	if(twoout == 1)begin
		State = 1;
		Out = 1;
		end
	else begin
		State = 0;
		Out = 0;
		end
	end
	1'b1:begin
	if(twoout == 1)begin
		State = 1;
		Out = 0;
		end
	else begin	
		State = 0;
		Out = 0;
		end
	end
	default:begin
		State = State;
		Out = Out;
		end
endcase
end
endmodule
module Lab4clock(fastCLK, fastCounter, slowCLK);
input fastCLK;
input [31:0] fastCounter;
output reg slowCLK;
integer counter = 0;
initial
begin
	counter = 0;
	slowCLK = 0;
end
always @(posedge fastCLK)
begin
	if (counter >= fastCounter)
	begin
		slowCLK <= ~slowCLK;
		counter <= 0;
	end
	else
	begin
		slowCLK <= slowCLK;
		counter <= counter + 1;
	end
end
endmodule
module Lab4counter(val, r10, r205, a50, a150, a200, a500, valout);
input [13:0] val;
input r10, r205, a50, a150, a200, a500;
output [13:0] valout;
reg [13:0] intVal;
initial
begin
	intVal <= 0;
end
always @(val, r10, r205, a50, a150, a200, a500)
begin
	if (r10)
	begin
		intVal <= 10;
	end
	else if (r205)
	begin
		intVal <= 205;
	end
	else if (a50)
	begin
		intVal <= val + 50;
	end
	else if (a150)
	begin
		intVal <= val + 150;
	end
	else if (a200)
	begin
		intVal <= val + 200;
	end
	else if (a500)
	begin
		intVal <= val + 500;
	end
	else
	begin
		intVal <= val;
	end
end
assign valout = (intVal >= 9999) ? 9999 : intVal;
endmodule 
module Lab4decrementer(CLK, valOut, decOut, displayFlag);
input CLK;
input [13:0] valOut;
output reg [13:0] decOut;
output reg displayFlag;
always @(posedge CLK)
begin
	decOut = (valOut > 0) ? valOut-1: valOut;
	if (decOut <= 200)begin
		if ((decOut % 2) == 1)begin
			displayFlag = 0;
			end
		else begin
			displayFlag = 1;
			end
		end
	else begin
		displayFlag = 1;
		end
end
endmodule
module Lab4parkingMeterTop(CLK, SW0, SW1, UP, DWN, LEFT, RIGHT, seg, an);
input CLK, SW0, SW1, UP, DWN, LEFT, RIGHT;
output [3:0] an;
output [6:0] seg;
wire out1Hz, out1f2Hz, out62Hz, UPd, DWNd, LEFTd, RIGHTd, displayFlag;
wire [3:0] Thous, Hund, Tens, Ones;
wire [13:0] contOut;
Lab4clock c62hz(CLK, 10000, out62Hz);
Lab4clock clocker(CLK, 50000000, slowCLK);
Lab4Debouncer updebounce(UP, UPd, CLK);
Lab4Debouncer downdebounce(DWN, DWNd, CLK);
Lab4Debouncer leftdebounce(LEFT, LEFTd, CLK);
Lab4Debouncer rightdebounce(RIGHT, RIGHTd, CLK);
Lab4Controller cont(SW0, SW1, UPd, LEFTd, RIGHTd, DWNd, contOut, slowCLK, displayFlag);
Lab4BinaryToBCD convert(contOut, Thous, Hund, Tens, Ones);
Lab4BCDTo7Segment outToBoard(Thous, Hund, Tens, Ones, seg, an, out62Hz, displayFlag);
endmodule
[flow/run.sh]
#!/bin/bash
# OpenROAD 26Q1-2900-gdf79404cd8, Yosys 0.63+post, stock flow scripts
make -C /OpenROAD-flow-scripts/flow DESIGN_CONFIG=/design/flow/config.mk WORK_HOME=/design/flow/orfs finish
[flow/config.mk]
export PLATFORM = sky130hd
export DESIGN_NAME = Lab4parkingMeterTop
export DESIGN_NICKNAME = Lab4parkingMeterTop
export VERILOG_FILES = /design/flow/design.v
export SDC_FILE = /design/flow/constraint.sdc
export NUM_CORES = 4
export LEC_CHECK = 1
export CORE_UTILIZATION = 40
[flow/constraint.sdc]
current_design Lab4parkingMeterTop

set clk_period 2.4
set clk_io_pct 0.2

create_clock -name clk0 -period $clk_period [get_ports {CLK}]

set non_clock_inputs [all_inputs -no_clocks]
set_input_delay [expr $clk_period * $clk_io_pct] -clock clk0 $non_clock_inputs
set_output_delay [expr $clk_period * $clk_io_pct] -clock clk0 [all_outputs]
==> out/metrics.csv <==
metric;value;unit
GP Congestion;0.839;
endpoints left unconstrained;46;
Post-Place Cell Area;0.00536;mm2
YS chip area;0.00503;mm2
tally of max-capacitance violations;0;
power share of the clock group;25.1;%
# diodes;0;
setup_tns;0;ns
CTS Hold Buffers Added;0;
FFs w/ async S/R, synth;0;%
Reg2Reg Depth;3;
Fillers;1161;
RSZ-0062 raised after global routing;no;
Switching Fraction;37.8;%
crit path DAT;1.71;ns
status;completed;
routed vias/inst;5.09;
Die Ht;114;um
number of H-tree levels;2;
WS Path Type;reg2reg;
Worst Max-Slew Pin Slew;0.742;ns
Overall Global Routing Usage;14.6;%
final worst slack;0.615;ns
Max Used Layer;met4;
CP required;2.32;ns
Synth area leaders;dfxtp_1, nor2_1, ha_1;
met2 routed WL;3760;um
# rows;40;
Num CTS Buffers;5;
area leader, netlist;dfxtp_1;
part of the cycle the worst path needs;74.4;%
Slew Viols, Final;0;
Final Cell Area;0.00553;mm2
top-area cell type share of the netlist area;33.0;%
largest net degree at the start of global routing;40;
initial antenna violation count;0;
NetSw;1.15;mW
PortBufs;12;
fmax;0.560;GHz
combinational share of power;48.8;%
Commonest flop;dfxtp_1;
number of cells in Yosys stat;602;
hold crit path type;reg2reg;
DRT antenna net count;0;
PD cells;547;mW/mm2
gr ovfl total;0;
dpl hpwl;6830;um
Critical Path Sink Type;flop;
Post-synth EDFFs;1;
register pins left without a clock;39;
CP Max Fanout;15;
# DRC;0;
# IOs;18;
core area;0.0121;mm2
vias;4024;
Leak;2.21;nW
clk_skew;0.00641;ns
hold depth;0;
layout cell share with drive strength beyond 1;6.58;%
Max VDD drop;0.641;mV
first-pass GRT wire length;15900;um
Die Width;114;um
Clock transition at path regs;0.06;ns
total wire length;8920;um
DR WL met3;155;um
area of the die;0.0130;mm2
Initial Util;41.5;%
Final Hold Fails;0;
Area Overhead vs Synth;10.0;%
Yosys warnings;23;
Log Warnings;40;
minimum clock period;1.79;ns
CTS max path bufs;2;
worst slack at placement;0.611;ns
vias in the first global route;3568;
Worst setup SP type;flop;
Slew Limit Headroom;49.8;%
Routed WL per cell;11.3;um
Post-CTS Setup Bufs;0;
post-CTS resize count;0;
CTS tree;yes;
#FFs+latches synth;84;
synthesized area;0.00503;mm2
Sequential Power Share;26.1;%
clk latency late pin;0.28;ns
Mean Syn Cell Area;8.36;um2
Starting DRT DRC Count;254;
first-pass detailed-route iteration total;4;
final setup fails;0;
wl on met1;4920;um
Root Driver;clkbuf_16;
Post-Synthesis Cells;602;
Seq share, synth;33.6;%
P_int;1.88;mW
Distinct cells, synth;72;
-- cell families (layout without fill, tap and decap cells) --
family	after synthesis	in the layout	synth area share, %
AND/OR/NAND/NOR	248	248	24.7
AND-OR/OR-AND	122	122	17.9
flip-flops	84	84	33.6
XOR/XNOR	53	53	9.38
buffers and inverters	51	52	4.23
adder cells (fa/ha/maj)	23	23	5.72
multiplexers	19	19	4.25
other	2	22	0.149
-- layout make-up --
cell class	count	area (um2)	share of cell area (%)
Inverter	29	109	1.97
Sequential cell	84	1690	30.6
Multi-Input combinational cell	487	3210	58.0
Clock inverter	3	47.5	0.859
Timing Repair Buffer	15	143	2.58
Tap cell	168	210	3.80
Clock buffer	5	125	2.26
-- critical path, stage by stage, from the launching register on --
cell and delay (ns):
dfxtp_1 0.29, or4_1 0.52, nor4_1 0.26, nand2_1 0.36
-- cells in the mapped netlist, drive strengths merged (8+ instances only) --
cell / count
dfxtp: 83
nor2: 78
nand2: 43
nand3: 37
xnor2: 31
inv: 29
a21oi: 28
ha: 23
xor2: 22
o21ai: 21
nor3: 17
clkbuf: 15
and3: 14
mux2i: 13
a31oi: 11
nor4: 10
o211ai: 10
nor2b: 8
or3: 8
-- cell usage in the layout, fill, tap and decap left out, types with 8 or more instances in the layout --
cell type | Yosys | routed
o211ai_1 | 8 | 8
nor4_1 | 10 | 10
conb_1 | 2 | 22
ha_1 | 23 | 23
xnor2_1 | 30 | 30
clkdlybuf4s50_1 | 0 | 12
a31oi_1 | 10 | 9
xor2_1 | 22 | 22
nor2b_1 | 8 | 8
nor3_1 | 17 | 17
nand2_1 | 43 | 43
inv_1 | 29 | 29
o21ai_0 | 17 | 17
a21oi_1 | 28 | 28
nor2_1 | 78 | 78
and3_1 | 14 | 14
dfxtp_1 | 83 | 83
mux2i_1 | 11 | 11
nand3_1 | 37 | 37
-- path summary, 6_finish.rpt --
| kind | startpoint | end | slack [ns] |
|---|---|---|---|
| min reg2reg | rightdebounce.FF1.Q$_DFF_P_ | rightdebounce.FF2.Q$_DFF_P_ | 0.33 |
| max | c62hz.counter[24]$_SDFF_PP0_ | c62hz.slowCLK$_DFFE_PP_ | 0.61 |
| min | rightdebounce.FF1.Q$_DFF_P_ | rightdebounce.FF2.Q$_DFF_P_ | 0.33 |
| max reg2reg | c62hz.counter[24]$_SDFF_PP0_ | c62hz.slowCLK$_DFFE_PP_ | 0.61 |
-- registers in the layout, summed over array words and instances (netlist names) --
signal	flops
updebounce.Out	1
updebounce.FF1.Q	1
updebounce.State	1
leftdebounce.Out	1
rightdebounce.FF2.Q	1
leftdebounce.FF2.Q	1
outToBoard.i	32
updebounce.FF2.Q	1
leftdebounce.State	1
rightdebounce.Out	1
c62hz.counter	32
outToBoard.Val	7
leftdebounce.FF1.Q	1
rightdebounce.State	1
c62hz.slowCLK	1
rightdebounce.FF1.Q	1
-- metrics by stage --
step	power (mW)	cells	hold WS [ns]	util (%)
after global routing	3.24	791	0.345	45.7
after global placement	2.26	783	0.310	44.3
after floorplan	2.05	622	0.310	-
after CTS	3.03	791	0.331	45.7
after detailed placement	2.26	783	0.316	44.3
final	3.03	791	0.328	45.7
-- power groups by stage --
stage	clock network (mW)	logic [mW]	registers, mW
4_1_cts	0.783	1.46	0.790
5_1_grt	0.816	1.63	0.793
6_report	0.759	1.48	0.790
-- routing by layer --
layer | vias to the layer above | track usage [%]
li1 | 2160 | -
met3 | 8 | 0.917
met5 | - | 0
met1 | 1803 | 23.8
met2 | 53 | 22.7
met4 | 0 | 1.39
Power is estimated from default activity; no workload was simulated.
